## ./run.sh

```bash
#!/bin/bash
# OpenROAD 26Q1-2900-gdf79404cd8, Yosys 0.63+post, stock flow scripts
make -C /OpenROAD-flow-scripts/flow DESIGN_CONFIG=/design/flow/config.mk WORK_HOME=/design/flow/orfs finish
```

## ./config.mk

```make
export PLATFORM = sky130hd
export DESIGN_NAME = mcu_subsys_host_bridge
export DESIGN_NICKNAME = mcu_subsys_host_bridge
export VERILOG_FILES = /design/flow/design.v
export SDC_FILE = /design/flow/constraint.sdc
export NUM_CORES = 4
export LEC_CHECK = 1
export CORE_AREA = 10 10 165 165
export DIE_AREA = 0 0 175 175
```

## ./constraint.sdc

```tcl
current_design mcu_subsys_host_bridge

set clk_period 4.9
set clk_io_pct 0.2

create_clock -name clk0 -period $clk_period [get_ports {sys_clk}]

set non_clock_inputs [all_inputs -no_clocks]
set_input_delay [expr $clk_period * $clk_io_pct] -clock clk0 $non_clock_inputs
set_output_delay [expr $clk_period * $clk_io_pct] -clock clk0 [all_outputs]
```

## ./design.v

```verilog
package gpio_ctrl_csr_pkg;
    localparam GPIO_CTRL_CSR_DATA_WIDTH = 32;
    localparam GPIO_CTRL_CSR_MIN_ADDR_WIDTH = 4;
    typedef struct packed {
        logic [31:0] next;
    } gpio_ctrl_csr__INPUT_STATUS__IVALUE__in_t;
    typedef struct packed {
        gpio_ctrl_csr__INPUT_STATUS__IVALUE__in_t IVALUE;
    } gpio_ctrl_csr__INPUT_STATUS__in_t;
    typedef struct packed {
        gpio_ctrl_csr__INPUT_STATUS__in_t INPUT_STATUS;
    } gpio_ctrl_csr__in_t;
    typedef struct packed {
        logic [31:0] value;
    } gpio_ctrl_csr__OUTPUT_CTRL_VALUE__OVALUE__out_t;
    typedef struct packed {
        gpio_ctrl_csr__OUTPUT_CTRL_VALUE__OVALUE__out_t OVALUE;
    } gpio_ctrl_csr__OUTPUT_CTRL_VALUE__out_t;
    typedef struct packed {
        logic [31:0] value;
    } gpio_ctrl_csr__OUTPUT_CTRL_ENABLE__OENABLE__out_t;
    typedef struct packed {
        gpio_ctrl_csr__OUTPUT_CTRL_ENABLE__OENABLE__out_t OENABLE;
    } gpio_ctrl_csr__OUTPUT_CTRL_ENABLE__out_t;
    typedef struct packed {
        gpio_ctrl_csr__OUTPUT_CTRL_VALUE__out_t OUTPUT_CTRL_VALUE;
        gpio_ctrl_csr__OUTPUT_CTRL_ENABLE__out_t OUTPUT_CTRL_ENABLE;
    } gpio_ctrl_csr__out_t;
endpackage
module mcu_subsys_host_bridge (
    input logic         sys_clk,
    input logic         rst_n,
    input logic         cpu_mem_valid,
    output logic        cpu_mem_ready,
    input logic [31:0]  cpu_mem_addr,
    input logic [31:0]  cpu_mem_wdata,
    input logic         cpu_mem_we,
    input logic [3:0]   cpu_mem_be,
    output logic [31:0] cpu_mem_rdata,
    output logic        rom_mem_valid,
    input logic         rom_mem_ready,
    output logic [31:0] rom_mem_addr,
    output logic [31:0] rom_mem_wdata,
    output logic [3:0]  rom_mem_wstrb,
    input logic [31:0]  rom_mem_rdata,
    output logic        sram_mem_valid,
    input logic         sram_mem_ready,
    output logic [31:0] sram_mem_addr,
    output logic [31:0] sram_mem_wdata,
    output logic [3:0]  sram_mem_wstrb,
    input logic [31:0]  sram_mem_rdata,
    output logic        periph_mem_valid,
    input logic         periph_mem_ready,
    output logic [31:0] periph_mem_addr,
    output logic [31:0] periph_mem_wdata,
    output logic [3:0]  periph_mem_wstrb,
    input logic [31:0]  periph_mem_rdata
);
    logic [3:0] cpu_mem_wstrb;
    assign cpu_mem_wstrb = cpu_mem_we ? cpu_mem_be : 4'h0;
    assign rom_mem_addr = cpu_mem_addr;
    assign sram_mem_addr = cpu_mem_addr;
    assign periph_mem_addr = cpu_mem_addr;
    assign rom_mem_wdata = cpu_mem_wdata;
    assign sram_mem_wdata = cpu_mem_wdata;
    assign periph_mem_wdata = cpu_mem_wdata;
    assign rom_mem_wstrb = cpu_mem_wstrb;
    assign sram_mem_wstrb = cpu_mem_wstrb;
    assign periph_mem_wstrb = cpu_mem_wstrb;
    logic [1:0] read_mux_select;
    always_comb begin
        rom_mem_valid = 1'b0;
        sram_mem_valid = 1'b0;
        periph_mem_valid = 1'b0;
        unique case (cpu_mem_addr[31:30])
            2'b00: begin
                rom_mem_valid = cpu_mem_valid;
            end
            2'b01: begin
                sram_mem_valid = cpu_mem_valid;
            end
            default: begin
                periph_mem_valid = cpu_mem_valid;
            end
        endcase  
    end
    logic muxed_ready;
    always_comb begin
        unique case (cpu_mem_addr[31:30])
            2'b00: begin
                muxed_ready = rom_mem_ready;
                cpu_mem_rdata = rom_mem_rdata;
            end
            2'b01: begin
                muxed_ready = sram_mem_ready;
                cpu_mem_rdata = sram_mem_rdata;
            end
            default: begin
                muxed_ready = periph_mem_ready;
                cpu_mem_rdata = periph_mem_rdata;
            end
        endcase  
    end  
    logic trans_active;
    always_ff @(posedge sys_clk or negedge rst_n) begin
        if(!rst_n) begin
            trans_active <= 1'b0;
        end else begin
            if(cpu_mem_valid) begin
                trans_active <= 1'b1;
            end else if(muxed_ready) begin
                trans_active <= 1'b0;
            end
        end
    end  
    assign cpu_mem_ready = muxed_ready & trans_active;
endmodule  
```

==> flow_metrics.tcl <==
# collected from the flow reports
set metrics [dict create \
    status "completed" \
    largest_register_ff_count 1 \
    ys_ff 1 \
    fa_ha_area_share_pct 0 \
    clkTransAtPathRegs_ns 0 \
    gp_congestion 0.7439 \
    reg.largest.list "trans_active x1" \
    rsz0062_at_grt "false" \
    fin_worst_skew_ns 0 \
    max_slew_margin_pct 57.92 \
    area_leaders "buf_4 (65%), mux2i_1 (14%), o21ai_0 (6.9%)" \
    grt_antenna_before_repair 1 \
    area_growth_syn_to_layout_pct 20.01 \
    min-delay-start "trans_active$_DFFE_PN0P_" \
    wl_per_cell_um 14.32 \
    ys_cells 322 \
    setup_viol 0 \
    cts_resized 0 \
    route.vias.total 1648 \
    regArea_um2 25.02 \
    yosys.area.top_type "buf_4" \
    cellLeakagePower_nw 1.010 \
    grt-ovfl-total 0 \
    lay_top_count "clkdlybuf4s50_1" \
    die_h_um 175 \
    grt_pass1_wl_um 11770 \
    critPathArrivalTime_ns 2.70 \
    synth_cell_types 17 \
    routed_via_density 2.770 \
    simple_gate_share_pct 7.626 \
    grt_pass1_vias 1799 \
    fp_util_pct 9.827 \
    syn_area_um2 2313 \
    hold_class "reg2reg" \
    io-pin-count 411 \
    rr_startpoint "trans_active$_DFFE_PN0P_" \
    drc 0 \
    ctsHoldBuffers 0 \
    layout-drive-gt1-share_pct 1.818 \
    yosys_area_um2 2313 \
    route.antenna.remaining_nets 0 \
    logic_area_um2 690.7 \
    dieArea_um2 30630 \
    crit_path_max_fanout 22 \
    fin_tns_setup_ns 0 \
    tightest_slew_ns 0.6312 \
    post_cts.repair.setup_buffers 0 \
    hold_violations 0 \
    die_x_um 175 \
    core_um2 23540 \
    fin_crit_ns 3.680 \
    rows 56 \
    placedInstanceArea_um2 2774 \
    mostFrequentLayoutCells "clkdlybuf4s50_1 (160), mux2i_1 (32), nand2_1 (32), o21ai_0 (32), and2_1 (5)" \
    grt_max_degree 74 \
    avgSynthCellArea_um2 7.185 \
    top_cell_area_share_pct 65.22 \
    drv_cap 0 \
    first_pass_iters 4 \
    aoi_share_pct 7.734 \
    final_cell_area_um2 2776 \
    logic_family "buffers and inverters" \
    power_density_nw_per_um2 76.27 \
    vdd_ir_drop_max_v 0.00002523 \
    startpoint_type "input pin" \
    period_used_pct 75.09 \
    ys_sh_xor_pct 0 \
    yosysWarnings 1 \
    max_freq_mhz 271.8 \
    dr.first_iter.drc_count 38 \
    insertion_delay_ns 0 \
    fillers 2745 \
    timing.final.max_slew_violations 0 \
    crit_type "in2out" \
    dp.final_hpwl_um 7261 \
    portBuffers 162 \
    grt.total_usage_pct 4.974 \
    required_ns 3.92 \
    cp-startpoint "cpu_mem_addr[30]" \
    ys_seq_share_pct 1.082 \
    cp-end-kind "primary output" \
    wirelength_um 8521 \
    mux_share_pct 14.49 \
    largest_register "trans_active" \
    tool_warnings 28 \
    synthCells 322 \
]
metrics by stage:
step | utilization, % | hold WS (ns) | power, mW | setup slack (ns) | instances
2_1_floorplan | - | 0.5716 | 0.1526 | 2.329 | 322
3_3_place_gp | 11.78 | 0.6291 | 0.2153 | 1.158 | 594
3_5_place_dp | 11.78 | 0.6117 | 0.2154 | 1.139 | 594
4_1_cts | 11.78 | 0.6184 | 0.2168 | 1.135 | 594
5_1_grt | 11.78 | 0.6568 | 0.2322 | 1.114 | 594
6_report | 11.79 | 0.6209 | 0.2118 | 1.220 | 595
cells in the mapped netlist:
master	n
mux2i_1	32
clkbuf_1	4
inv_1	2
buf_2	2
nor3b_1	1
nand2b_1	2
nor3_1	1
o21ai_0	32
nand2_1	32
dfrtp_1	1
buf_6	1
buf_8	3
mux2_4	1
o221ai_1	1
buf_4	201
o211a_1	1
and2_1	5
cell families after synthesis:
group           count (synthesis)
flops                           1
simple gates                   41
compound gates                 34
mux                            33
buf+inv                       213
worst max-delay path, stage by stage:
cell             delay, ns
buf_2                 0.49
buf_12                0.28
mux2_4                0.32
o211a_1               0.20
clkdlybuf4s50_1       0.41
final timing paths:
check / endpoint / slack [ns] / depth (start not counted)
max in group asynchronous: trans_active$_DFFE_PN0P_ / 3.67 / 1
setup / recovery: cpu_mem_ready / 1.22 / 5
hold / removal: trans_active$_DFFE_PN0P_ / 0.62 / 2
setup reg to reg: trans_active$_DFFE_PN0P_ / 4.19 / 2
hold reg to reg: trans_active$_DFFE_PN0P_ / 0.62 / 2
min in group asynchronous: trans_active$_DFFE_PN0P_ / 1.13 / 1
report_power, final:
part / total (mW) / switching (mW) / internal (mW)
Clock: 0.0000000273 / 0 / 0.0000000273
Combinational: 0.202 / 0.0516 / 0.151
Sequential: 0.00968 / 0.000574 / 0.00911
Total: 0.212 / 0.0521 / 0.160
area by class of cell:
type	instances	share of cell area [%]
repair buffers	164	59.49
multi-input cells	108	24.88
well taps	319	14.38
flip-flops and latches	1	0.9013
inverters	2	0.2704
diodes	1	0.09013
layer usage:
metal  part of all wire, %  vias up  GRT usage [%]
met2                    40      223          6.820
met1                    32      626          4.647
met3                    21       61          4.664
met5                  0.62        -          1.329
met4                   6.8        2          3.038
li1                      -      736              -
Power and IR drop assume default switching activity.
